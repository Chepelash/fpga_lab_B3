[/design/flow/config.mk]
export PLATFORM = sky130hd
export DESIGN_NAME = sorting_wrap
export DESIGN_NICKNAME = sorting_wrap
export VERILOG_FILES = /design/flow/design.v
export SDC_FILE = /design/flow/constraint.sdc
export NUM_CORES = 4
export LEC_CHECK = 1
export CORE_UTILIZATION = 40
export SYNTH_HDL_FRONTEND = slang
[/design/flow/constraint.sdc]
current_design sorting_wrap

set clk_period 5.6
set clk_io_pct 0.2

create_clock -name clk0 -period $clk_period [get_ports {clk_i}]

set non_clock_inputs [all_inputs -no_clocks]
set_input_delay [expr $clk_period * $clk_io_pct] -clock clk0 $non_clock_inputs
set_output_delay [expr $clk_period * $clk_io_pct] -clock clk0 [all_outputs]
[/design/flow/design.v]
module mem_ctrl #(
  parameter AWIDTH = 4
)(
  input                     clk_i,
  input                     srst_i,
  input                     val_i,
  input                     sop_i,
  input                     eop_i,
  input                     clr_i,
  output logic              busy_o,
  output logic [AWIDTH-1:0] wraddr_o
);
logic start;
logic fin;
logic start_next;
logic fin_next;
always_ff @( posedge clk_i )
  begin
    if( srst_i )
      begin
        start <= '0;
        fin   <= '0;
      end
    else
      begin
        if( clr_i )
          begin
            start <= '0;
            fin   <= '0;
          end
        else
          begin
            start <= start_next;
            fin   <= fin_next;
          end
      end
  end
always_comb
  begin
    start_next = start;
    fin_next   = fin;
    if( clr_i )
      begin
        start_next = 0;
        fin_next   = 0;
      end
    if( val_i && sop_i )
      start_next = 1;
    else if( val_i && eop_i )
      fin_next = 1;    
  end
always_ff @( posedge clk_i )
  begin
    if( srst_i )
      begin : reset
        wraddr_o <= '0;
      end   : reset
    else
      begin : workflow
        if( clr_i )
          wraddr_o <= '0;
        else if( start_next && !fin )
          wraddr_o <= wraddr_o + 1'b1;
      end   : workflow
  end
always_ff @( posedge clk_i )
  begin
    if( srst_i )
      begin
        busy_o <= '0;
      end
    else
      begin
        if( fin_next )
          busy_o <= '1;
        else if( clr_i )
          busy_o <= '0; 
      end
  end
endmodule
module ram_memory #(
  parameter DWIDTH = 8,
  parameter AWIDTH = 4
)(
  input                     clk_i,
  input                     wren_i,
  input        [AWIDTH-1:0] wrpntr_i,
  input        [DWIDTH-1:0] data_i,
  input        [AWIDTH-1:0] rdpntr_i,
  output logic [DWIDTH-1:0] q_o
);
(* ramstyle = "M10K, no_rw_check" *) logic [DWIDTH-1:0] mem [0:2**AWIDTH-1];
always_ff @( posedge clk_i )
  begin
    q_o <= mem[rdpntr_i];  
  end
always_ff @( posedge clk_i )
  begin
    if( wren_i )
      mem[wrpntr_i] <= data_i;
  end
endmodule
module sorter #(
  parameter DWIDTH = 8,
  parameter AWIDTH = 4
)(
  input                     clk_i,
  input                     srst_i, 
  input                     wren_i,
  input        [AWIDTH-1:0] cntr_i,
  input        [DWIDTH-1:0] data_i,
  output logic [AWIDTH-1:0] rdaddr_o,
  output logic [DWIDTH-1:0] data_o,
  output logic              sop_o,
  output logic              eop_o,
  output logic              val_o
);
logic [DWIDTH-1:0] data_array [2**AWIDTH-1:0];
logic              writing_done;  
logic [AWIDTH-1:0] intr_cntr;
logic [AWIDTH-1:0] i_iterator;
logic [AWIDTH-1:0] j_iterator;
logic              sort_done;  
logic [AWIDTH-1:0] intr_cntr_next;
assign rdaddr_o = intr_cntr_next;
always_comb
  begin
    intr_cntr_next = intr_cntr;
    if( wren_i )
        intr_cntr_next = intr_cntr + 1'b1;    
  end
always_ff @( posedge clk_i )
  begin
    if( srst_i )
      data_o <= '0;
    else
      begin
        if( eop_o )
          data_o <= '0;
        else if( sort_done ) 
          data_o <= data_array[intr_cntr];
      end
  end
always_ff @( posedge clk_i )
  begin
    if( srst_i )
      begin
        val_o <= '0;
        eop_o <= '0;
        sop_o <= '0;
      end
    else
      begin
        if( eop_o )
          begin
            val_o <= '0;
            eop_o <= '0;
            sop_o <= '0;
          end
        else if( sort_done ) 
          begin
            if( intr_cntr == ( cntr_i - 1'b1 ) )
              begin
                val_o <= '1;
                sop_o <= '1;
                eop_o <= '0;
              end
            else if( intr_cntr == '0 )
              begin                
                val_o <= '1;
                sop_o <= '0;
                eop_o <= '1;
              end
            else
              begin
                val_o <= '1;
                eop_o <= '0;
                sop_o <= '0;
              end
          end        
      end
  end
always_ff @( posedge clk_i )
  begin
    if( srst_i )
     intr_cntr <= '0;
    else
      begin
        if( eop_o )
          intr_cntr <= '0;
        else if( sort_done )
          intr_cntr <= intr_cntr - 1'b1;
        else if( wren_i && !writing_done ) 
          begin
            if( intr_cntr != ( cntr_i - 1'b1 ) )
              intr_cntr <= intr_cntr_next;
          end 
      end
  end
always_ff @( posedge clk_i )
  begin
    if( srst_i )
      writing_done <= '0;
    else
      begin
        if( eop_o )
          writing_done <= '0;
        else if( wren_i && !writing_done )
          begin              
            if( intr_cntr == ( cntr_i - 1'b1 ) )
              writing_done <= '1;              
            else
              writing_done <= '0;                  
          end
      end
  end
always_ff @( posedge clk_i )  
  begin
    if( srst_i )
      sort_done <= '0;
    else 
      begin
        if( eop_o )
          sort_done    <= '0;
        else if( writing_done && !sort_done ) 
          begin
            if( i_iterator == ( cntr_i - 1'b1 ) ) 
              sort_done <= '1;
            else 
              sort_done <= '0;
          end
      end
  end
always_ff @( posedge clk_i )
  begin
    if( srst_i )
      data_array <= '{default: '0};
    else
      begin
        if( eop_o )
          data_array <= '{default: '0};
        else if( writing_done && !sort_done ) 
          begin
            if( i_iterator != ( cntr_i - 1'b1 ) ) 
              begin
                if( data_array[j_iterator] < data_array[j_iterator+1] )
                  begin
                    data_array[j_iterator]   <= data_array[j_iterator+1];
                    data_array[j_iterator+1] <= data_array[j_iterator];
                  end            
              end
          end
        else if( wren_i && !writing_done )
          data_array[intr_cntr] <= data_i;
      end
  end
always_ff @( posedge clk_i )
  begin
    if( srst_i )
      begin
        i_iterator <= '0;
        j_iterator <= '0;
      end      
    else
      begin : main_else
        if( eop_o )
          begin
            i_iterator <= '0;
            j_iterator <= '0;
          end
        else if( writing_done && !sort_done ) 
          begin            
            if( i_iterator != ( cntr_i - 1'b1 ) ) 
              begin
                if( j_iterator == ( cntr_i - 1'b1 ) )
                  begin
                    j_iterator <= '0;
                    i_iterator <= i_iterator + 1'b1;
                  end
                else
                  begin
                    j_iterator <= j_iterator + 1'b1;
                  end
              end
          end       
      end   : main_else
  end  
endmodule
module sorting #(
  parameter AWIDTH = 5,
  parameter DWIDTH = 8
)(
  input                     clk_i,
  input                     srst_i,
  input        [DWIDTH-1:0] data_i, 
  input                     sop_i,  
  input                     eop_i,  
  input                     val_i,  
  output logic [DWIDTH-1:0] data_o,
  output logic              sop_o,  
  output logic              eop_o,  
  output logic              val_o,  
  output logic              busy_o  
);
logic [AWIDTH-1:0] wrpntr;
logic [AWIDTH-1:0] rdpntr;
logic [DWIDTH-1:0] data;
logic              clr;
ram_memory #(
  .DWIDTH   ( DWIDTH ),
  .AWIDTH   ( AWIDTH )
) ram_mem   (
  .clk_i    ( clk_i  ),
  .wren_i   ( val_i  ), 
  .wrpntr_i ( wrpntr ),
  .data_i   ( data_i ),
  .rdpntr_i ( rdpntr ),
  .q_o      ( data   )
);
mem_ctrl   #(
  .AWIDTH   ( AWIDTH )
) writer    (
  .clk_i    ( clk_i  ),
  .srst_i   ( srst_i ), 
  .val_i    ( val_i  ), 
  .sop_i    ( sop_i  ), 
  .eop_i    ( eop_i  ),
  .clr_i    ( eop_o  ),
  .busy_o   ( busy_o ),
  .wraddr_o ( wrpntr )
);
sorter           #(
  .DWIDTH         ( DWIDTH ),
  .AWIDTH         ( AWIDTH )
) srt_outp_module (
  .clk_i          ( clk_i  ),
  .srst_i         ( srst_i ), 
  .wren_i         ( busy_o ), 
  .cntr_i         ( wrpntr ),
  .data_i         ( data   ),
  .rdaddr_o       ( rdpntr ),  
  .data_o         ( data_o ),
  .sop_o          ( sop_o  ),
  .eop_o          ( eop_o  ),
  .val_o          ( val_o  )
);
endmodule
module sorting_wrap #(
  parameter AWIDTH = 3,
  parameter DWIDTH = 8
)(
  input                     clk_i,
  input                     srst_i,
  input        [DWIDTH-1:0] data_i, 
  input                     sop_i,  
  input                     eop_i,  
  input                     val_i,  
  output logic [DWIDTH-1:0] data_o,
  output logic              sop_o,  
  output logic              eop_o,  
  output logic              val_o,  
  output logic              busy_o  
);
logic [DWIDTH-1:0] data_i_wrap; 
logic              sop_i_wrap;  
logic              eop_i_wrap;  
logic              val_i_wrap;  
logic [DWIDTH-1:0] data_o_wrap;
logic              sop_o_wrap;  
logic              eop_o_wrap;  
logic              val_o_wrap;  
logic              busy_o_wrap;  
sorting #(
  .AWIDTH ( AWIDTH ),
  .DWIDTH ( DWIDTH )
) bsorter (
  .clk_i  ( clk_i  ),
  .srst_i ( srst_i ),
  .data_i ( data_i_wrap ),
  .sop_i  ( sop_i_wrap  ),
  .eop_i  ( eop_i_wrap  ),
  .val_i  ( val_i_wrap  ),
  .data_o ( data_o_wrap ),
  .sop_o  ( sop_o_wrap  ),
  .eop_o  ( eop_o_wrap  ),
  .val_o  ( val_o_wrap  ),
  .busy_o ( busy_o_wrap )
);
always_ff @( posedge clk_i )
  begin
    data_i_wrap <= data_i;
    sop_i_wrap  <= sop_i;
    eop_i_wrap  <= eop_i;
    val_i_wrap  <= val_i;
    data_o <= data_o_wrap;
    sop_o  <= sop_o_wrap;
    eop_o  <= eop_o_wrap;
    val_o  <= val_o_wrap;
    busy_o <= busy_o_wrap;
  end
endmodule
[/design/flow/run.sh]
#!/bin/bash
# OpenROAD 26Q1-2900-gdf79404cd8, Yosys 0.63+post, stock flow scripts
make -C /OpenROAD-flow-scripts/flow DESIGN_CONFIG=/design/flow/config.mk WORK_HOME=/design/flow/orfs finish
==> impl.org <==
* Flow results

** Outcome
- Run status :: finished, final reports clean

** Routing
- In this run, the number of DRC markers left after iteration 0 of detailed routing was 980.
- The detail route stage leaves a number of antenna-violating nets equal to 0.
- DRC errors left :: 0
- The routed design shows a via density per instance of 6.362.
- Total wire length :: 33810 um
- First-pass detailed-route iteration total :: 6
- The routed design shows a wire length per standard cell of 24.25 um.
- Across all layers, the routed design uses 8869 vias.
- Antenna diode instance count :: 0

** Logic synthesis
- Number of enable flip-flop cells :: 64
- Post-synth seq share :: 0.4307
- Post-synthesis, Yosys gives the total cell area as 10180 sq um.
- Post-synthesis instance total :: 1035
- The synthesized design contains 187 register bits.
- Distinct cell type count after synthesis :: 69
- Mapped Avg Cell Area :: 9.836 sq um
- Commonest flop :: dfxtp_1
- Ys Warns :: 0
- For this design, Yosys synthesis ends with a cell count of 1035.
- Proportion of synthesized flip-flops having asynchronous set or reset :: 0
- The cell area that synthesis handed to floorplanning was 10180 sq um.

** Worst hold path
- For the worst min-delay path, the startpoint reported by OpenROAD is bsorter.srt_outp_module.data_o[2]$_SDFFE_PP0P_.
- Along the worst hold path, the cell count comes to 0.
- The path with the worst hold slack has its endpoint at data_o[2]$_DFF_P_.
- The path class of the tightest hold or removal check is reg2reg.

** Global routing
- Wire length of the first global-routing pass :: 52230 um
- Maximum number of pins on one net before global-route repair :: 58
- Overall routing resource usage recorded by global route was 0.2792.
- Number of global-route vias before repair :: 8410
- The initial antenna violation count is 0.
- After global routing the overflow that remains totals 0.

** Final timing
- Setup TNS :: 0 ns
- Post-route fraction of the period consumed by the critical path :: 0.8470
- Final hold violations :: 0
- Counting pins that exceed their max-slew limit in the final report gives 0.
- Final worst hold slack :: 0.3496 ns
- The highest clock rate this design can be run at is 210.8 MHz.
- Actual transition at the worst max-transition pin :: 1.034 ns
- Minimum clock period :: 4.743 ns
- The worst-case max-slew headroom was logged as 0.3105.
- Setup repair after global routing left no endpoint under its margin.
- Final clock skew :: 0.01408 ns
- Setup-violating endpoint count in the final report :: 0

** CTS
- Reg clk slew, reported paths :: 0.09 ns
- For this design, the sink count on the clock tree is 187.
- In this run, post-CTS repair resized a total of 0 instances.
- The number of hold buffers added after CTS was 0.
- Insertion delay to the later sink of the worst-skew pair :: 0.45 ns
- Clock buffers created by TritonCTS :: 17
- TritonCTS clock tree :: done
- H-tree level count :: 4
- Per the CTS log, the buffer count on the longest clock path is 2.
- Post-CTS timing repair inserted 0 buffers for setup.
- In this run the clock root is driven by a clkbuf_16.

** Layout
- In the final layout, the multi-input gates occupy 5358 sq um.
- By instance count after routing, the leading logic cell type is nor3_1.
- Relative to the synthesized area, the layout overhead comes to 13.00%.
- Summing all flip-flop and latch instances after layout gives 4387 sq um.
- Per the cell usage report, the commonest logic cells after layout are nor3_1, dfxtp_1, a21oi_1.
- The finished layout holds 1394 standard cells, fillers aside.
- Share of layout cells above drive strength 1 :: 0.1579
- Final Cell Area :: 11500 sq um
- Fill cells in the final layout number 2383.

** Floorplan
- Core region area :: 25040 sq um
- At the floorplan stage, the core utilization is reported as 0.4066.
- Measured along the x axis, the die boundary spans 161.5 um.
- Row Count :: 58
- IO Pins :: 25
- Vertical die dimension :: 161.5 um
- The die covers 26090 sq um.

** Worst setup path
- The timing report gives the worst reg2reg path a setup slack of 0.86 ns.
- STA classifies the critical path startpoint as a flip-flop.
- STA shows the worst reg2reg path with a cell count of 13.
- Element type at the critical path end :: flip-flop
- The startpoint identified for the worst register-to-register timing path is bsorter.srt_outp_module.j_iterator[0]$_SDFFE_PP0P_.
- Worst r2r dst :: bsorter.srt_outp_module.data_array[47]$_SDFFE_PP0P_
- On the critical path the data arrives at 5.10 ns.
- In the setup report, the worst path falls into the class reg2reg.
- Worst EP required :: 5.96 ns
- Maximum fanout encountered on the critical timing path :: 31

** Pwr
- Max rail drop VDD :: 238.1 uV
- In this run the static leakage power is 3.655 nW.
- Total power density per cell area :: 296.7 nW/um^2

** Placement
- At the end of routability-driven placement, the weighted congestion stood at 1.066.
- Cells after DPL :: 1362
- Detailed-placement wirelength estimate :: 22850 um
- The buffer_ports step reported a buffer count of 24.
- Total cell area at the placement stage :: 10850 sq um

** Flow run
- Maximum Capacitance Violations :: 0
- Tool warning count :: 28
==> final cells by class <==
class,count,share of cell area
Multi-Input combinational cell,750,0.4657
Sequential cell,187,0.3813
Timing Repair Buffer,73,0.05286
Clock buffer,17,0.03698
Tap cell,330,0.03589
Clock inverter,15,0.02001
Inverter,22,0.007179
==> per-stage QoR <==
step	util	power, mW	worst slack (ns)
after detailed placement	0.4333	2.084	0.9746
final	0.4595	3.413	0.8570
after CTS	0.4595	3.422	0.9542
after global routing	0.4595	3.533	0.4876
after floorplan	-	1.889	2.018
after global placement	0.4333	2.086	1.026
==> metal layers <==
layer	up-vias	GRT usage	routed length, um
met1	4236	0.4228	14020
met5	-	0.005682	0
li1	3984	-	-
met3	107	0.08515	3724
met4	0	0.1033	1604
met2	542	0.3915	14460
==> logic make-up after synthesis <==
| kind of cell | count (synthesis) | synth area share |
|---|---|---|
| AOI/OAI and AO/OA | 264 | 0.1731 |
| xor gates and xnor gates | 20 | 0.02077 |
| adders and majority gates | 14 | 0.01721 |
| buffers and inverters | 98 | 0.04548 |
| DFF | 187 | 0.4307 |
| muxes | 98 | 0.1437 |
| and+or+nand+nor | 354 | 0.1691 |
==> registers in the layout, indices dropped and copies added (netlist names), 8 cells and up <==
name                                flops
data_i_wrap                             8
data_o                                  8
bsorter.ram_mem.q_o                     8
bsorter.srt_outp_module.data_o          8
bsorter.srt_outp_module.data_array     64
bsorter.ram_mem.mem                    64
==> worst max path at each step <==
stage,start,endpoint,cells past startpoint
after CTS,bsorter.srt_outp_module.j_iterator[0]$_SDFFE_PP0P_,bsorter.srt_outp_module.data_array[47]$_SDFFE_PP0P_,13
after global routing,bsorter.srt_outp_module.j_iterator[0]$_SDFFE_PP0P_,bsorter.srt_outp_module.data_array[34]$_SDFFE_PP0P_,13
final,bsorter.srt_outp_module.j_iterator[0]$_SDFFE_PP0P_,bsorter.srt_outp_module.data_array[47]$_SDFFE_PP0P_,13
==> cells in the mapped netlist, types with 9 or more instances <==
library cell  number  area share
nand2b_1          10      0.0061
xnor2_1            9      0.0077
o21ai_0           28       0.014
nor3_1           132       0.065
buf_2             16      0.0079
mux4_2            36       0.080
edfxtp_1          64        0.19
inv_1             20      0.0074
mux2_2            25       0.028
ha_1              14       0.017
nor2_1            64       0.024
nor2b_1           10      0.0061
buf_4             16       0.012
o211ai_1          14       0.010
nand2_1           78       0.029
clkbuf_1          34       0.013
dfxtp_1          123        0.24
o221ai_1          30       0.026
nand3_1           14      0.0069
mux2i_1           37       0.036
a21oi_1          107       0.053
a22oi_1           22       0.016
==> worst max-delay path, stage by stage, from the launching register on <==
cell	delay [ns]
dfxtp_2	0.78
ha_1	0.66
buf_4	0.35
mux4_2	0.32
mux2_2	0.36
inv_1	0.08
ha_1	0.14
a21oi_1	0.06
a2bb2oi_1	0.17
a41oi_1	0.34
o211a_2	0.71
buf_4	0.38
nor3_1	0.11
nor3_1	0.16
==> power breakdown <==
| part | switching, mW | internal [mW] |
|---|---|---|
| clock network | 0.700 | 0.642 |
| registers | 0.0582 | 1.45 |
| logic | 0.351 | 0.209 |
No activity file was given, so power comes from the tool's default toggle rates.
